<file path="./config.mk">
export PLATFORM = sky130hd
export DESIGN_NAME = USART_Controller
export DESIGN_NICKNAME = USART_Controller
export VERILOG_FILES = /design/flow/design.v
export SDC_FILE = /design/flow/constraint.sdc
export NUM_CORES = 4
export LEC_CHECK = 1
export CORE_UTILIZATION = 40
</file>
<file path="./constraint.sdc">
current_design USART_Controller

set clk_period 2.9
set clk_io_pct 0.2

create_clock -name clk0 -period $clk_period [get_ports {clk}]

set non_clock_inputs [all_inputs -no_clocks]
set_input_delay [expr $clk_period * $clk_io_pct] -clock clk0 $non_clock_inputs
set_output_delay [expr $clk_period * $clk_io_pct] -clock clk0 [all_outputs]
</file>
<file path="./design.v">
module USART_Tx # (
	parameter CLK_FREQ = 100000000,
	parameter BAUD_RATE = 115200,
	parameter DATA_BITS = 8,
	parameter STOP_BITS = 1
	)   (
	input clk,
	input reset,
	output tx,
	input [DATA_BITS-1:0] _data,
	input enable,
	output reg response
	);
	localparam CLKS_FOR_SEND = CLK_FREQ / BAUD_RATE;
	reg [DATA_BITS-1:0] data;
	reg [DATA_BITS-1:0] tx_data;
	reg [$clog2(DATA_BITS):0] tx_bit_count;
	reg [$clog2(CLKS_FOR_SEND)-1:0] tx_clk_count;
	reg tx_bit;
	reg tx_en;
	initial
	begin
		data <= 0;
		tx_data <= 0;
		tx_bit_count <= 0;
		tx_clk_count <= 0;
		tx_bit <= 0;
		tx_en <= 0;
		response <= 0;
	end
	always @ (posedge clk)
	begin
		if (reset)
		begin
			tx_data = 0;
			tx_bit_count = 0;
			tx_clk_count = 0;
			tx_bit = 0;
		end
		else
		begin
			response = 0;
			if (tx_en != enable)
			begin
				if (tx_clk_count == CLKS_FOR_SEND)
				begin
					if (tx_bit_count == 0)
					begin
						tx_bit = 1;
						tx_bit_count = 1;
						tx_data = data;
					end
					else if (tx_bit_count == 1)
					begin
						tx_bit = 0;
						tx_bit_count = 2;
					end
					else if (2 <= tx_bit_count && tx_bit_count <= DATA_BITS + 1)
					begin
						tx_bit = tx_data[tx_bit_count-2];
						tx_bit_count = tx_bit_count + 1;
					end
					else if (DATA_BITS + 2 <= tx_bit_count && tx_bit_count < DATA_BITS + STOP_BITS + 1)
					begin
						tx_bit = 1;
						tx_bit_count = tx_bit_count + 1;
					end
					else
					begin
						tx_bit = 1;
						tx_bit_count = 0;
						tx_en = tx_en + 1;
						response = 1;
					end
					tx_clk_count = 0;
				end
				tx_clk_count = tx_clk_count + 1;
			end
		end
	end
	assign tx = tx_bit;
	always @ (_data)
	begin
		data <= _data;
	end
endmodule
module USART_Rx # (
	parameter CLK_FREQ = 100000000,
	parameter BAUD_RATE = 115200,
	parameter DATA_BITS = 8,
	parameter STOP_BITS = 1
	)   (
	input clk,
	input reset,
	input rx,
	output [DATA_BITS-1:0] _data,
	output enable,
	output reg response
	);
	localparam CLKS_FOR_SEND = CLK_FREQ / BAUD_RATE;
	localparam CLKS_FOR_RECV = CLKS_FOR_SEND / 2;
	reg [DATA_BITS-1:0] data;
	reg [DATA_BITS-1:0] rx_data;
	reg [$clog2(DATA_BITS):0] rx_bit_count;
	reg [$clog2(CLKS_FOR_SEND)-1:0] rx_clk_count;
	reg rx_state;
	reg rx_en;
	initial
	begin
		data <= 0;
		rx_data <= 0;
		rx_bit_count <= 0;
		rx_clk_count <= 0;
		rx_state <= 0;
		rx_en <= 0;
		response <= 0;
	end
	always @ (posedge clk)
	begin
		if (reset)
		begin
			rx_data = 0;
			rx_bit_count = 0;
			rx_clk_count = 0;
			rx_state = 0;
		end
		else
		begin
			response = 0;
			if (rx_state == 0 && rx == 0)
			begin
				rx_state = 1;
				rx_bit_count = 0;
				rx_clk_count = 0;
			end
			else if (rx_state == 1)
			begin
				if(rx_bit_count == 0 && rx_clk_count == CLKS_FOR_RECV)
				begin
					rx_bit_count = 1;
					rx_clk_count = 0;
				end
				else if(1 <= rx_bit_count && rx_bit_count <= DATA_BITS && rx_clk_count == CLKS_FOR_SEND)
				begin
					rx_data[rx_bit_count-1] = rx;
					rx_bit_count = rx_bit_count + 1;
					rx_clk_count = 0;
				end
				else if(rx_bit_count > DATA_BITS && rx_clk_count == CLKS_FOR_SEND && rx == 1)
				begin
					rx_state = 0;
					rx_clk_count = 0;
					rx_bit_count = 0;
					rx_en = rx_en + 1;
					data = rx_data;
					response = 1;
				end
				else if(rx_bit_count > DATA_BITS && rx_clk_count == CLKS_FOR_SEND && rx != 1)
				begin
					rx_state = 0;
					rx_clk_count = 0;
					rx_bit_count = 0;
					rx_data = 0;
				end
				rx_clk_count = rx_clk_count + 1;
			end
		end
	end
	assign enable = rx_en;
	assign _data = data;
endmodule
module USART_Controller # (
	parameter CLK_FREQ = 100000000,
	parameter BAUD_RATE = 115200,
	parameter DATA_BITS = 8,
	parameter STOP_BITS = 1
	)  (
	input clk,
	input reset,
	output tx,
	input rx,
	output tx_response,
	output rx_response
	);
	wire [7:0] tx_data;
	wire [7:0] rx_data;
	wire tx_enable;
	wire rx_enable;
	USART_Tx # (
		.CLK_FREQ(CLK_FREQ),
		.BAUD_RATE(BAUD_RATE),
		.DATA_BITS(DATA_BITS),
		.STOP_BITS(STOP_BITS)
	) _USART_Tx (
		.clk(clk),
		.reset(reset),
		.tx(tx),
		._data(tx_data),
		.enable(tx_enable),
		.response(tx_response)
	);
	USART_Rx # (
		.CLK_FREQ(CLK_FREQ),
		.BAUD_RATE(BAUD_RATE),
		.DATA_BITS(DATA_BITS),
		.STOP_BITS(STOP_BITS)
	) _USART_Rx (
		.clk(clk),
		.reset(reset),
		.rx(rx),
		._data(rx_data),
		.enable(rx_enable),
		.response(rx_response)
	);
	assign tx_data = rx_data;
	assign tx_enable = rx_enable;
endmodule
</file>
<file path="./run.sh">
#!/bin/bash
# OpenROAD 26Q1-2900-gdf79404cd8, Yosys 0.63+post, stock flow scripts
make -C /OpenROAD-flow-scripts/flow DESIGN_CONFIG=/design/flow/config.mk WORK_HOME=/design/flow/orfs finish
</file>
==> flow_summary.ini <==
; synthesis and place-and-route metrics
[run_status]
status = complete, no violations

[power_and_ir_drop]
p_int_mw = 1.31
power_density_mw_per_mm2 = 422
seqPwrFrac = 0.494
switching_share = 0.217
p_switching_mw = 0.364
leakage_nw = 1.50
report.power.total_mw = 1.68
p_clk_frac = 0.480
p_comb_frac = 0.026
ir_worst_vdd_mv = 0.204

[critical_path]
worst_setup_path_start_kind = register
cp_slowest_cell = or4b_4
cp.required_ps = 3110
worst_r2r_path_depth = 14
worst-path-buf-inv = 2
path_class = register to register
crit_fanout = 6
crit_path_frequent_cell = a21oi_1
endpoint_kind = register
critical-path-max-stage-delay_ps = 500
cp_cell_sequence = inv_4 > ha_4 > nor2_4 > o21ai_1 > a21oi_1 > a31oi_1 > nand2b_1 > ha_1 > or4b_4 > nor4_4 > buf_6 > o2111ai_2 > a21oi_1 > o32ai_1
cpLargestDelayFamily = simple AND/OR/NAND/NOR gates
cp.depth = 14
r2r_slack_ps = 60
critPathArrivalTime_ps = 3050

[clocking]
clock_path_buffers = 2
cts_sinks = 58
clkLatencyLatePin_ps = 340
postCtsHoldBufs = 0
cts_inserted_buffers = 9
cts_max_level = 3
root_buffer = clkbuf_8
clk_pin_slew_ps = 70
cts_tree = built

[route]
wl_per_cell_um = 13.9
vias_per_cell = 5.58
drt_iter0_drc = 117
vias = 2844
drc_errors = 0
drt_first_pass_iters = 4
final_antenna_net_count = 0
drt_wl_total_um = 7110
antenna-diode-count = 0

[final_timing]
maxSlewViolCount = 0
finClkSkew_ps = 11.8
hold_slack_ps = 433
tightest_slew_ps = 608
report.final.hold_viol_count = 0
setup_viol = 0
rsz0062_at_grt = true
min_period_ps = 2840
fmax_mhz = 353
period_used_share = 0.978
slew_headroom = 0.593
fin_tns_setup_ps = 0

[die]
pin_count = 6
fp_util = 0.417
die_height_um = 94.7
core_area_sq_mm = 0.00826
die_area_sq_mm = 0.00897
fp-row-count = 33
die-width_um = 94.7

[logic_synthesis]
synth-async-reset-ratio = 0
avgSynthCellArea_sq_um = 8.98
ys_ff = 58
top_area_cell = dfxtp_1
syn_inst = 383
synth_area_sq_mm = 0.00344
synth_stat.cells = 383
ys_seq_share = 0.372
top_cells_by_area = dfxtp_1 (27%), edfxtp_1 (10%), ha_1 (8.0%), nor2_1 (4.0%), nand2_1 (3.9%)
flop_cell = dfxtp_1
ys_types = 68
edf_count = 12
yosys-stat-area_sq_mm = 0.00344
netlist.area_leader.share = 0.268
ys_warn_count = 2

[global_routing]
antenna_found_initial = 0
grt_max_degree = 26
grt_pass1_vias = 2651
track_usage = 0.172
grt_overflow_total = 0
grt_pass1_wl_um = 12000

[final_layout]
regArea_sq_mm = 0.00128
final_layout_size_suffix_gt1_frac = 0.151
final_cell_mix = dfxtp_1 (44), nor2_1 (36), nand2_1 (36), ha_1 (21), inv_1 (18)
fill_cells = 795
layout_top_cell = dfxtp_1
areaGrowthSynthToFinish_pct = 15.5
logic_area_sq_mm = 0.00209
stdcell_area_sq_mm = 0.00397

[job]
drv_cap = 0
warnings = 37

[placed_design]
dpl.hpwl_um = 5040
io_buffers = 5
dpl-instance-area_sq_mm = 0.00369
gp_congestion = 0.912

[hold_path]
hold_depth = 0
hold_class = register to register
-- sequential cells by signal, summed over array words and instances (netlist names) --
register                cells
_USART_Tx.tx_bit_count      4
_USART_Rx.rx_en             1
_USART_Tx.tx_bit            1
_USART_Rx.rx_bit_count      4
_USART_Rx.rx_clk_count     10
_USART_Rx.rx_data           8
_USART_Tx.response          1
_USART_Tx.tx_data           8
_USART_Rx.rx_state          1
_USART_Rx.data              8
_USART_Tx.tx_en             1
_USART_Tx.tx_clk_count     10
_USART_Rx.response          1
-- worst reg2reg max path, delay by kind of cell, from the launching register on --
kind | cells | cell delay [ps]
and+or+nand+nor | 4 | 970
AOI/OAI and AO/OA | 6 | 700
adders and majority gates | 2 | 470
DFF | 1 | 350
buffers and inverters | 2 | 210
-- final cells by class --
| class | count | area share |
|---|---|---|
| multi-input combinational | 290 | 0.525 |
| sequential | 58 | 0.323 |
| timing repair buffer | 21 | 0.0432 |
| clock buffer | 11 | 0.0410 |
| tap | 105 | 0.0331 |
| inverter | 20 | 0.0195 |
| clock inverter | 5 | 0.0148 |
-- metrics by stage --
stage                     utilization  instances  setup WS (ps)
after CTS                       0.474        507           34.4
final                           0.481        510           63.7
after global placement          0.447        491           91.1
after detailed placement        0.447        491           41.6
after floorplan                     -        383          -16.3
after global routing            0.481        510           -113
-- cells by family after synthesis --
logic type,synth area share
AND/OR/NAND/NOR,0.250
AND-OR/OR-AND,0.168
flip-flops,0.372
buffers and inverters,0.0429
adder cells (fa/ha/maj),0.0800
multiplexers,0.0513
XOR/XNOR,0.0346
-- per-layer routing --
layer	vias up	part of all wire	global-route usage
li1	1442	-	-
met1	1353	0.48	0.238
met2	34	0.46	0.278
met3	15	0.031	0.0392
met4	0	0.025	0.0442
met5	-	0	0
-- power groups by stage --
stage | Clock (mW) | Combinational [mW] | Sequential [mW]
after CTS | 0.831 | 0.0444 | 0.828
after global routing | 0.872 | 0.0488 | 0.828
final | 0.804 | 0.0444 | 0.828
-- path summary, 6_finish.rpt --
| check | end | start |
|---|---|---|
| worst min-delay path | _USART_Rx.data[2] | _USART_Rx.rx_data[2] |
| worst min register to register | _USART_Rx.data[2] | _USART_Rx.rx_data[2] |
| worst max register to register | _USART_Rx.rx_data[7] | _USART_Rx.rx_bit_count[0] |
| worst max-delay path | _USART_Rx.rx_data[7] | _USART_Rx.rx_bit_count[0] |
-- synth_stat cells (all sizes together) (2+ instances only) --
cell type  instances
nor2              37
a22o               2
a21boi             3
mux2i             12
edfxtp            12
nor3               9
or2                2
nor4b              3
nor2b              4
or3b               5
o21bai             3
nand2             36
o211ai             2
and2               6
nor3b              3
nand3             11
o2111ai            8
mux4               2
or3                3
inv               20
dfxtp             46
nand4             12
xnor2              6
xor2               5
buf                4
o21ai             18
and4               2
and3               8
nand2b             3
clkbuf            11
a221oi             2
a31oi              6
o21a               3
a311oi             3
nand3b             2
o22ai              3
a211oi             2
a21oi             18
ha                22
nor4bb             2
nand4b             2
-- what timing repair did --
action | 4_1_cts | 5_1_grt
endpoints found under the setup margin | 0 | 9
gates resized | 0 | 12
hold endpoints to repair | 0 | 0
setup buffers | 0 | 2
No activity file was given, so power comes from the tool's default toggle rates.
